**flow/config.mk**
```make
export PLATFORM = sky130hd
export DESIGN_NAME = ALU
export DESIGN_NICKNAME = ALU
export VERILOG_FILES = /design/flow/design.v
export SDC_FILE = /design/flow/constraint.sdc
export NUM_CORES = 4
export LEC_CHECK = 1
export CORE_UTILIZATION = 30
```
**flow/constraint.sdc**
```tcl
current_design ALU

set clk_period 25.3
set clk_io_pct 0.2

create_clock -name clk0 -period $clk_period

set non_clock_inputs [all_inputs -no_clocks]
set_input_delay [expr $clk_period * $clk_io_pct] -clock clk0 $non_clock_inputs
set_output_delay [expr $clk_period * $clk_io_pct] -clock clk0 [all_outputs]
```
**flow/design.v**
```verilog
`timescale 1ns / 1ps
module ALU(
    input ALUSrcA,
    input ALUSrcB,
    input [4:0] sa,
    input [2:0] ALUOp,
    input [31:0] ReadData1,
    input [31:0] ReadData2,
    input [31:0] ImExt,
    output reg [31:0] result, 
    output reg zero
    );
    wire [31:0] A, B;
    assign A = (ALUSrcA == 0) ? ReadData1 : {24'h000000, 3'b000, sa};
    assign B = (ALUSrcB == 0) ? ReadData2 : ImExt;
    always @( ALUOp or A or B ) begin
        case (ALUOp)
            3'b000 : result = A + B;
            3'b001 : result = A - B;
            3'b010 : result = B << A;
            3'b011 : result = A | B;
            3'b100 : result = A & B;
            3'b101 : result = (A < B) ? 1 : 0;
            3'b110 : begin 
                        if(A < B && (A[31] == B[31])) result = 1;
                        else if (A[31] == 1 && B[31] == 0) result = 1;
                        else result = 0;
                     end
            3'b111 : result = A ^ B;
            default : begin
                result = 32'h00000000;
            end
        endcase
        zero = (result == 0) ? 1 : 0;
    end
endmodule
```
**flow/run.sh**
```bash
#!/bin/bash
# OpenROAD 26Q1-2900-gdf79404cd8, Yosys 0.63+post, stock flow scripts
make -C /OpenROAD-flow-scripts/flow DESIGN_CONFIG=/design/flow/config.mk WORK_HOME=/design/flow/orfs finish
```
==> metrics.yaml <==
status: "completed"
crit_path_cell_trace: "clkdlybuf4s50_1, mux2i_4, buf_4, inv_2, ha_1, inv_1, fa_1, nor2b_1, o2111ai_1, a211oi_1, nor3_1, nor3_1, o21ai_0, a31o_1, or4_1, nor4_1, nand4_1, nor2_1, clkdlybuf4s50_1"
fin_area_sq_um: 9620
first_pass_grt_wire_length_mm: 57.9
dr_total_vias: 9736
tool_warnings: 89
fin_tns_setup_ps: 0
floorplan.die_area_sq_um: 27300
cap_viol_max_count: 0
final.period_utilization: 0.651
grt.overflow.total: 0
drt_first_iter_violations: 1021
fmax_ghz: 0.0607
drc: 0
area_growth_syn_to_layout_pct: 20.5
wl_per_cell_microns: 24.9
crit_path_start_kind: "input pin"
final_setup_violation_count: 0
total_leakage_power_nw: 4.04
slew-limit-headroom: 0.240
cp.arrival_ps: 11410
place_worst_setup_slack_ps: 8930
filler_cell_count: 2764
avgViaCountPerCell: 6.16
ys.warnings.count: 1
area.sequential_sq_um: 0
via_count_of_the_first_global_routing_pass: 9132
io_buffer_count: 139
floorplan.core_util: 0.306
cts-hold-fix-buffers: 0
hold_viol_final: 0
worst_ep_required_time_ps: 20240
antenna_found_initial: 1
critical_path.max_stage_delay_ps: 1000
post_cts_resize_count: 0
max_slew.worst_pin.slew_ps: 1130
die-height_microns: 165
rows: 59
lay_top_count: "sky130_fd_sc_hd__clkdlybuf4s50_1"
setup_repair_after_global_routing_missed_its_margin: "no"
netlist_instances: 1159
fp.dieW_microns: 165
postSynthSeqShare: 0
ff_count: 0
cell_count_in_the_yosys_report: 1159
grt_max_degree: 45
synth_area_sq_um: 7990
critPathTopFamily: "simple AND/OR/NAND/NOR gates"
io_pins: 139
yosys.cell_types.count: 85
ir_worst_vdd_v: 0.0000120
nClkBuffers: 0
place.gp.congestion: 1.02
critical-path-slowest-cell: "sky130_fd_sc_hd__a211oi_1"
synth-area-yosys_sq_um: 7990
hpwlAfterDp_mm: 30.9
fin_hold_ws_ps: 11600
grt_usage: 0.292
drt-pass1-iter-count: 5
drv_slew: 0
final_layout_size_suffix_gt1_frac: 0.0795
utilization: 0.369
critPathMaxFanout: 27
detail-route-antenna-nets: 0
critical_path.n_buffers_inverters: 5
layout.area.comb_sq_um: 7250
coreArea_sq_um: 26100
critPathCaptureType: "output port"
layout.cells.most_common_list: "137 x sky130_fd_sc_hd__clkdlybuf4s50_1, 90 x sky130_fd_sc_hd__nand2_1, 89 x sky130_fd_sc_hd__nor2_1, 89 x sky130_fd_sc_hd__ha_1, 83 x sky130_fd_sc_hd__inv_1"
holdCritPathClass: "in -> out"
worst-setup-path-type: "in -> out"
finalWorstPathRequiredPeriod_ps: 16470
placedInstanceArea_sq_um: 9620
post-layout-total-power_mw: 0.263
finalWirelength_mm: 39.3
placedCellCount: 1581
synthesis.area_per_instance_sq_um: 6.89
final_worst_path_setup_slack_ps: 8830
antenna-diode-count: 0
pwr_per_cell_area_nw_per_um2: 27.3
fin_cells: 1581
post_cts.repair.setup_buffers: 0
==> logic make-up after synthesis <==
logic type,count (synthesis),synth area share
adder cells (fa/ha/maj),91,0.144
AND-OR/OR-AND,388,0.340
AND/OR/NAND/NOR,369,0.229
XOR/XNOR,17,0.0186
buffers and inverters,175,0.0929
multiplexers,119,0.175
==> routing by layer <==
layer / vias to the layer above / wire (microns) / track usage
met5: - / 18 / 0
met4: 2 / 1710 / 0.116
met3: 94 / 3930 / 0.0746
met2: 517 / 16400 / 0.419
met1: 4592 / 17300 / 0.413
li1: 4531 / - / -
==> cell type report <==
type / instances / share of cell area
Timing Repair Buffer: 168 / 0.166
Tap cell: 335 / 0.0436
Inverter: 94 / 0.0369
Multi-Input combinational cell: 984 / 0.753
==> synthesized netlist by cell type, drive strengths merged, types with 4 or more instances <==
cell | instances | area, sq um
a2111oi | 6 | 58.8
a211o | 12 | 105
a211oi | 23 | 173
a21o | 15 | 113
a21oi | 80 | 400
a221o | 5 | 50.1
a221oi | 6 | 52.6
a222oi | 4 | 40.0
a22o | 4 | 35.0
a22oi | 26 | 195
a2bb2oi | 5 | 50.0
a31o | 9 | 78.8
a31oi | 13 | 81.3
and2 | 10 | 62.6
and3 | 14 | 87.6
buf | 23 | 169
clkbuf | 58 | 218
ha | 89 | 1110
inv | 91 | 344
mux2 | 14 | 161
mux2i | 103 | 1190
nand2 | 90 | 338
nand2b | 24 | 150
nand3 | 21 | 105
nand4 | 12 | 75.1
nor2 | 90 | 338
nor2b | 20 | 125
nor3 | 30 | 150
nor4 | 25 | 156
o211a | 4 | 40.0
o211ai | 12 | 90.1
o21a | 10 | 75.1
o21ai | 60 | 300
o21bai | 4 | 30.0
o221ai | 16 | 140
o22a | 7 | 61.3
o22ai | 17 | 106
o31a | 5 | 43.8
o31ai | 16 | 125
o32ai | 4 | 35.0
or2 | 4 | 25.0
or3 | 11 | 68.8
or4 | 9 | 71.3
xnor2 | 15 | 131
==> worst min-delay path: stages <==
cell and delay [ps]:
sky130_fd_sc_hd__buf_2 120, sky130_fd_sc_hd__mux2i_4 70, sky130_fd_sc_hd__buf_4 240, sky130_fd_sc_hd__mux2i_1 180
sky130_fd_sc_hd__nand2_1 80, sky130_fd_sc_hd__a21oi_1 160, sky130_fd_sc_hd__o2bb2ai_1 210, sky130_fd_sc_hd__clkdlybuf4s50_1 420
==> path summary, 6_finish.rpt <==
check / slack (ps) / start / to / cells after the start
worst max-delay path: 8830 / ReadData1[0] / zero / 19
worst min-delay path: 11600 / ALUSrcA / result[2] / 8
==> where the power goes <==
part | switching, mW | internal [mW] | total, mW
registers | 0 | 0 | 0
logic | 0.156 | 0.107 | 0.263
clock network | 0 | 0 | 0
Power is estimated from default activity; no workload was simulated.
